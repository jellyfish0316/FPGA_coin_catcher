**design/flow/design.v**
```verilog
module coin_catcher_game(
	clk, 
	reset,
	btn_left, btn_right,  
	dot_row, dot_col, 
	HEX_0, HEX_1, HEX_2, HEX_3, HEX_4, HEX_5 
);
input clk, reset, btn_left, btn_right;
output [7:0] dot_row;
output [15:0] dot_col;  
output [6:0] HEX_0, HEX_1, HEX_2, HEX_3, HEX_4, HEX_5;
wire clk_timer; 
wire clk_scan;  
wire clk_game;  
wire db_btn_left, db_btn_right;  
wire [7:0] score, seconds;
wire coin_type, game_over;
wire [2:0] player_x, coin_x; 
wire [3:0] coin_y; 
freq_div Clocks(
	.clk_in(clk), 
	.reset(reset), 
	.clk_timer(clk_timer), 
	.clk_scan(clk_scan), 
	.clk_game(clk_game)
);
debounce BtnL(.clk(clk), .btn_in(btn_left), .btn_out(db_btn_left));
debounce BtnR(.clk(clk), .btn_in(btn_right), .btn_out(db_btn_right));
game_core Game(
	.clk(clk_game), 
	.reset(reset),
	.btn_l(db_btn_left), 
	.btn_r(db_btn_right),
	.time_up(game_over),
	.player_x(player_x),
	.coin_x(coin_x),
	.coin_y(coin_y),
	.coin_type(coin_type),
	.score(score)
);
game_timer Timer(
	.clk(clk_timer),
	.reset(reset),
	.seconds(seconds),
	.time_up(game_over)
);
matrix_driver Matrix(
	.clk(clk_scan),
	.reset(reset),
	.player_x(player_x),
	.coin_x(coin_x),
	.coin_y(coin_y),
	.coin_type(coin_type),
	.row_out(dot_row),
	.col_out(dot_col)
);
seg_decoder Hex0(.in(score % 10), .out(HEX_0)); 
seg_decoder Hex1(.in(score / 10), .out(HEX_1)); 
seg_decoder Hex4(.in(seconds % 10), .out(HEX_4)); 
seg_decoder Hex5(.in(seconds / 10), .out(HEX_5)); 
assign HEX_2 = 7'b1111111;
assign HEX_3 = 7'b1111111;
endmodule
module matrix_driver(
    input clk,           
    input reset, 
    input [2:0] player_x, 
    input [2:0] coin_x, 
    input [3:0] coin_y,
    input coin_type,     
    output reg [7:0] row_out,
    output reg [15:0] col_out
);
    reg [2:0] scan_x;
    always @(posedge clk or negedge reset) begin
        if(!reset) begin
            scan_x <= 0;
            row_out <= 8'hFF;
            col_out <= 16'h0000;
        end
        else begin
            scan_x <= scan_x + 1;
            row_out <= ~(8'b00000001 << scan_x);
            col_out <= 16'h0000; 
            if(scan_x == player_x) begin
                col_out[15] <= 1'b1;  
            end
				if(scan_x == player_x + 3'd1) begin
					col_out[15] <= 1'b1;
					col_out[14] <= 1'b1;
				end
				if(scan_x == player_x - 3'd1) begin
					col_out[15] <= 1'b1;
					col_out[14] <= 1'b1;
				end
            if (coin_type == 1'b0) begin
                if (scan_x == coin_x) begin
                    col_out[coin_y] <= 1'b1;
                end
            end
            else begin
                if ((scan_x == coin_x) || (scan_x == coin_x + 3'd1)) begin
                    col_out[coin_y] <= 1'b1;
                end
            end
        end
    end
endmodule
module seg_decoder(in, out);
input [3:0] in;
output reg [6:0] out;
always@(in)
begin
	case(in)
		4'd0: out = 7'b1000000;
		4'd1: out = 7'b1111001;
		4'd2: out = 7'b0100100;
		4'd3: out = 7'b0110000;
		4'd4: out = 7'b0011001;
		4'd5: out = 7'b0010010;
		4'd6: out = 7'b0000010;
		4'd7: out = 7'b1111000;
		4'd8: out = 7'b0000000;
		4'd9: out = 7'b0010000;
		default: out = 7'b1111111;
	endcase
end
endmodule
module coin_generator(clk, reset, game_over, coin_caught, coin_x_out, coin_y_out, type_out);
input clk, reset, game_over, coin_caught;
output reg [2:0] coin_x_out; 
output reg [3:0] coin_y_out; 
output reg type_out; 
reg [15:0] random_val;  
always@(posedge clk or negedge reset)
begin
	if(!reset)
	begin
		coin_x_out <= 4;
		coin_y_out <= 0; 
		random_val <= 16'h1234;  
	end
	else if(!game_over)
	begin
		random_val <= {random_val[14:0], random_val[15] ^ random_val[13] ^ random_val[12] ^ random_val[10]};
		if(coin_caught || coin_y_out == 15)
		begin
			coin_y_out <= 0;  
			coin_x_out <= random_val[2:0];
			type_out <= random_val[3];
			if (random_val[3] == 1 && random_val[2:0] == 3'd7)
			begin
                coin_x_out <= 3'd6; 
            end
		end
		else
		begin
			coin_y_out <= coin_y_out + 1;
		end
	end
end
endmodule
module game_core(
    clk, reset,
    btn_l, btn_r,
    time_up,
    player_x, 
    coin_x, coin_y, 
    coin_type,
    score
);
input clk, reset, btn_l, btn_r, time_up;
output coin_type;
output [2:0] player_x, coin_x;
output [3:0] coin_y;
output [7:0] score;
wire coin_caught; 
player_ctrl Player(
	.clk(clk), .reset(reset), .game_over(time_up),
	.btn_l(btn_l), .btn_r(btn_r),
	.player_x_out(player_x)
);
coin_generator Coin(
	.clk(clk), .reset(reset), .game_over(time_up),
	.coin_caught(coin_caught),
	.coin_x_out(coin_x), .coin_y_out(coin_y), .type_out(coin_type)
);
score_keeper Score(
	.clk(clk), .reset(reset),
	.player_x(player_x), .coin_x(coin_x), .coin_y(coin_y), .coin_type(coin_type),
	.caught(coin_caught),
	.score_out(score)
);
endmodule
module game_timer(clk, reset, seconds, time_up);
input clk, reset;
output reg [7:0] seconds;
output reg time_up;
always@(posedge clk or negedge reset)
begin
    if(!reset)
    begin
        seconds <= 8'd60;
        time_up <= 1'b0;
    end
    else
    begin
        if (seconds > 0)
        begin
            seconds <= seconds - 1'b1;  
            time_up <= 1'b0;
        end
        else
        begin
            seconds <= 8'd0;  
            time_up <= 1'b1;  
        end
    end
end
endmodule
module player_ctrl(clk, reset, game_over, btn_l, btn_r, player_x_out);
input clk, reset, game_over, btn_l, btn_r;
output reg [2:0] player_x_out;
always@(posedge clk or negedge reset)
begin
	if(!reset)
	begin
		player_x_out <= 3;
	end
	else if(!game_over)
	begin
		case ({btn_l, btn_r})
			2'b10: begin
				player_x_out <= player_x_out - 3'd1;
			end
			2'b01: begin
				player_x_out <= player_x_out + 3'd1;
			end
			default: begin
				player_x_out <= player_x_out;
			end
		endcase
	end
end
endmodule
module score_keeper(clk, reset, player_x, coin_x, coin_y, coin_type, caught, score_out);
input clk, reset, coin_type;
input [2:0] player_x, coin_x;
input [3:0] coin_y;
output reg caught; 
output reg [7:0] score_out;
always@(posedge clk or negedge reset)
begin
 if(!reset)
 begin
  score_out <= 0;
  caught <= 0;
 end
 else
 begin
  caught <= 0;  
  if (coin_y == 4'd15) 
        begin
   if (coin_type == 0) 
   begin
    if (player_x == coin_x) 
    begin
      caught <= 1;
      if (score_out < 99)
       score_out <= score_out + 1;
    end
   end
   else 
   begin
    if ((player_x == coin_x) || (player_x == coin_x + 1)) 
    begin
      caught <= 1;
      if (score_out < 99)
       score_out <= score_out + 2;
    end
   end
  end
 end
end
endmodule
module debounce(clk, btn_in, btn_out);
input clk, btn_in;
output reg btn_out;
reg [3:0] shift_reg;
always@(posedge clk)
begin
    shift_reg <= {shift_reg[2:0], btn_in};  
	 if (shift_reg == 4'b0000) begin  
        btn_out <= 1; 
    end
    else begin
        btn_out <= 0; 
    end
end
endmodule
module freq_div(clk_in, reset, clk_timer, clk_scan, clk_game);
input clk_in, reset;
output reg clk_timer, clk_scan, clk_game;
reg [31:0] cnt_t, cnt_s, cnt_g;
always@(posedge clk_in or negedge reset)
begin
	if(!reset)
	begin
		cnt_t <= 32'd0; clk_timer <= 1'b0;
		cnt_s <= 32'd0; clk_scan <= 1'b0;
		cnt_g <= 32'd0; clk_game <= 1'b0;
	end
	else
	begin
		if(cnt_t >= 32'd25000000)
		begin
			cnt_t <= 32'd0;
			clk_timer <= ~clk_timer;
		end
		else
		begin
			cnt_t <= cnt_t + 32'd1;
		end
		if(cnt_s >= 32'd2500)
		begin
			cnt_s <= 32'd0;
			clk_scan <= ~clk_scan;
		end
		else
		begin
			cnt_s <= cnt_s + 32'd1;
		end
		if(cnt_g >= 32'd5000000)
		begin
			cnt_g <= 32'd0;
			clk_game <= ~clk_game;
		end
		else
		begin
			cnt_g <= cnt_g + 32'd1;
		end
	end
end
endmodule
```
**design/flow/run.sh**
```bash
#!/bin/bash
# OpenROAD 26Q1-2900-gdf79404cd8, Yosys 0.63+post, stock flow scripts
make -C /OpenROAD-flow-scripts/flow DESIGN_CONFIG=/design/flow/config.mk WORK_HOME=/design/flow/orfs finish
```
**design/flow/config.mk**
```make
export PLATFORM = sky130hd
export DESIGN_NAME = coin_catcher_game
export DESIGN_NICKNAME = coin_catcher_game
export VERILOG_FILES = /design/flow/design.v
export SDC_FILE = /design/flow/constraint.sdc
export NUM_CORES = 4
export LEC_CHECK = 1
export CORE_UTILIZATION = 40
```
**design/flow/constraint.sdc**
```tcl
current_design coin_catcher_game

set clk_period 6.1
set clk_io_pct 0.2

create_clock -name clk0 -period $clk_period [get_ports {clk}]

set non_clock_inputs [all_inputs -no_clocks]
set_input_delay [expr $clk_period * $clk_io_pct] -clock clk0 $non_clock_inputs
set_output_delay [expr $clk_period * $clk_io_pct] -clock clk0 [all_outputs]
```
==> run summary <==
flow finished, numbers: status=finished, final reports clean, TritonRoute pass-1 iters=5, top cells, area=dfrtp_1 (36%), ha_1 (6.6%), nor2_1 (5.1%), Cell Rows=59, r2r setup slk=3320 ps, Post-synth ARST share=93.9%, PwrDens=120 mW/mm², layout cell share with drive strength beyond 1=8.77%, ANT cells=0, CP Class=flip-flop to flip-flop, antenna-violating nets left=0, hold buffers post-CTS=0, upper clock frequency limit=360 MHz, Final WS setup=3320 ps, maximum clock path buffer count=2, hold path endpoint=BtnR.shift_reg[3]$_DFF_P_, Top Layout Cells=dfrtp_1 (150), nor2_1 (144), nand2_1 (93), DP Wirelength=13500 µm, RSZ-0062 raised after global routing=no, number of unconstrained endpoints=125, die area=0.0270 mm², Tot GR Track Use=14.9%, H-tree depth=3, initial antenna violation count=0, core box area=0.0260 mm², io pins=70, Max Transition Viols Final=0, actual slew at the worst max-slew pin=792 ps, Placer Congestion=0.880, placed cell area=0.0115 mm², biggest regs=Clocks.cnt_g: 32 flops, Clocks.cnt_s: 32 flops, Clocks.cnt_t: 32 flops, CP Max Fanout=13, Post-Route Setup TNS=0 ps, Post-Syn Instances=1117, R2R Path End=Clocks.cnt_g[4]$_DFF_PN0_, cts bufs inserted=9, Final Critical Period=2780 ps, Routed WL=18800 µm, Post CTS Setup Buffer Count=0, Final Skew=8.22 ps, routed vias/inst=5.02, Tool Warnings=67, Worst-path clk slew=70 ps, Top cell area share=35.6%, Synth Warn #=12, final setup fails=0, Commonest Layout Cell=dfrtp_1, number of cells in Yosys stat=1117, Synth area leader=dfrtp_1, WHS Path Cells=0, Placed Cells incl. Taps=1505, endpoints failing hold=0, FP Util=40.6%, cycle use final=45.5%, Avg Cell Area, Syn=9.44 µm², Static Leak=5.13 nW, gr ovfl total=0, Area Overhead vs Synth=11.7%, Worst R2R Start=Clocks.cnt_g[7]$_DFF_PN0_, required time of the worst setup path=6380 ps, drt drc=0, HP Start=BtnR.shift_reg[2]$_DFF_P_, largest net degree at the start of global routing=106, Synth Seq Share=42.8%, root buffer selected by CTS=clkbuf_16, number of distinct library cells after synthesis=100, die x size=164 µm, main flop type=dfrtp_1, CTS resizes=0, maxcap violations=0, Yosys Chip Area=0.0105 mm², Final Instance Area=0.0118 mm², hold crit path type=flip-flop to flip-flop, Slew headroom=47.2%, DP Worst Slack=3330 ps, CP endpoint kind=flip-flop, Peak supply drop=0.000131 V, clock latency on the worst-skew pair=340 ps, CTS tree=built, post-synthesis instance area=0.0105 mm², vias=7635, fin cells=1521, CP Launch Type=flip-flop, first-pass GRT wire length=32700 µm, number of synthesized flops with an enable pin=1, Port Buf Inserts=55, R2R depth=9, CP Data Arrival Time=3050 ps, vias in the first global route=6907, ys flops=181, register pins left without a clock=72, drt initial violations=438, Die Ht=164 µm, DR WL/cell=12.3 µm
## metal layers
metal	routed length, µm	global-route usage [%]	vias to the layer above	part of all wire (%)
met3	435	1.65	8	2.3
met1	9700	24.9	3600	52
met5	0	0	-	0
met2	8540	22.4	93	46
met4	92	1.22	0	0.49
li1	-	-	3934	-
## kinds of logic (layout without fill, tap and decap cells)
group	count (synthesis)	count (layout)	share of synthesized area [%]
adders and majority gates	57	57	6.74
other	2	50	0.0712
and+or+nand+nor	414	414	18.7
AOI/OAI and AO/OA	220	220	15.0
xor gates and xnor gates	104	104	8.78
DFF	181	181	42.8
buffers and inverters	108	129	4.69
muxes	31	31	3.28
## stage by stage
step / hold WS (ps) / utilization [%] / total power [W]
after global placement: 334 / 44.1 / 0.000838
after detailed placement: 342 / 44.1 / 0.000839
after global routing: 360 / 45.3 / 0.00147
final: 352 / 45.3 / 0.00141
after CTS: 354 / 45.3 / 0.00143
after floorplan: 331 / - / 0.000812
## report_power, final
part            total, W  leakage [nW]  internal, W  switching, W
Combinational  0.0000369          2.70   0.00000633     0.0000306
Clock           0.000587         0.147     0.000326      0.000261
Sequential      0.000785          2.29     0.000775    0.00000919
## area by class of cell
class | count | area, µm²
fillers | 2447 | 14200
flip-flops and latches | 181 | 4510
repair buffers | 63 | 624
inverters | 50 | 188
clock inverters | 6 | 80.1
well taps | 335 | 419
clock buffers | 10 | 229
multi-input cells | 876 | 5720
## Yosys cell counts (4+ instances only)
cell type	count
nor2b_1	6
mux2i_1	8
o32a_1	4
nand3_1	45
or2_2	7
nand4_1	7
nand2_1	93
o21ai_0	46
ha_1	56
inv_1	45
o21ai_1	4
and3_1	20
nand2b_1	11
buf_2	8
xor2_1	48
xnor2_1	54
buf_4	15
dfstp_2	20
a221oi_1	4
a21oi_1	51
nand3b_1	5
dfxtp_1	10
o31ai_1	6
dfrtp_1	150
buf_1	4
nor4b_1	4
clkbuf_1	28
o22ai_1	8
a211oi_1	7
a31oi_1	11
nor4_1	12
nor3_1	25
mux2_2	21
a21o_1	4
o21a_1	7
o211ai_1	7
and2_1	16
nor2_1	144
## worst max-delay path by stage
stage         slack (ps)  cells after the start                      start                    endpoint
global route        3070                      9  Clocks.cnt_g[7]$_DFF_PN0_  Clocks.cnt_g[19]$_DFF_PN0_
CTS                 3280                      9  Clocks.cnt_g[7]$_DFF_PN0_   Clocks.cnt_g[4]$_DFF_PN0_
finish              3320                      9  Clocks.cnt_g[7]$_DFF_PN0_   Clocks.cnt_g[4]$_DFF_PN0_
## worst max-delay path, stage by stage, from the launching register on
cell       delay [ps]
dfrtp_1           420
o211ai_1          200
nand2_1            80
a211o_1           290
a2111oi_0         470
nor2_1             80
o31ai_1           190
nand4_1           470
buf_4             380
nor2_1            120
Power and IR drop assume default switching activity.
